===== design/flow/design.v =====
`timescale 1ns / 1ps
module Gij(\Pi:k , \Gi:k , \Gk-1:j , \Gi:j );
  input \Pi:k , \Gi:k , \Gk-1:j ;
  output \Gi:j ;
  assign \Gi:j = \Gi:k | (\Pi:k  & \Gk-1:j );
endmodule
module PijGij(\Pi:k , \Pk-1:j , \Gi:k , \Gk-1:j , \Pi:j , \Gi:j );
  input \Pi:k , \Pk-1:j , \Gi:k , \Gk-1:j ;
  output \Pi:j , \Gi:j ;
  assign \Pi:j = \Pi:k & \Pk-1:j ;
  assign \Gi:j = \Gi:k | (\Pi:k  & \Gk-1:j );
endmodule
module Sum(\Gi-1:-1 , Ai, Bi, Si);
  input \Gi-1:-1 , Ai, Bi;
  output Si;
  assign Si = \Gi-1:-1 ^ Ai ^ Bi;
endmodule
`timescale 1ns / 1ps
module padder24(A, B, Cin, S, Cout);
  parameter N = 24;
  input [N-1:0] A, B;
  input Cin;
  output [N-1:0] S;
  output Cout;
  wire [N-2:-1] P, G;
  assign P = {A[N-2:0] | B[N-2:0], 1'b0};
  assign G = {A[N-2:0] & B[N-2:0], Cin};
  Sum s0(G[-1], A[0], B[0], S[0]);
  wire \G0:-1 ;
  Gij \0:-1 (P[0], G[0], G[-1], \G0:-1 );
  Sum s1(\G0:-1 , A[1], B[1], S[1]);
  wire \G1:-1 ;
  Gij \1:-1 (P[1], G[1], \G0:-1 , \G1:-1 );
  Sum s2(\G1:-1 , A[2], B[2], S[2]);
  wire \P2:1 , \G2:1 ;
  PijGij \2:1 (P[2], P[1], G[2], G[1], \P2:1 , \G2:1 );
  wire \G2:-1 ;
  Gij \2:-1 (\P2:1 , \G2:1 , \G0:-1 , \G2:-1 );
  Sum s3(\G2:-1 , A[3], B[3], S[3]);
  wire \G3:-1 ;
  Gij \3:-1 (P[3], G[3], \G2:-1 , \G3:-1 );
  Sum s4(\G3:-1 , A[4], B[4], S[4]);
  wire \P4:3 , \G4:3 ;
  PijGij \4:3 (P[4], P[3], G[4], G[3], \P4:3 , \G4:3 );
  wire \G4:-1 ;
  Gij \4:-1 (\P4:3 , \G4:3 , \G2:-1 , \G4:-1 );
  Sum s5(\G4:-1 , A[5], B[5], S[5]);
  wire \P5:3 , \G5:3 ;
  PijGij \5:3 (P[5], \P4:3 , G[5], \G4:3 , \P5:3 , \G5:3 );
  wire \G5:-1 ;
  Gij \5:-1 (\P5:3 , \G5:3 , \G2:-1 , \G5:-1 );
  Sum s6(\G5:-1 , A[6], B[6], S[6]);
  wire \P6:5 , \G6:5 ;
  PijGij \6:5 (P[6], P[5], G[6], G[5], \P6:5 , \G6:5 );
  wire \P6:3 , \G6:3 ;
  PijGij \6:3 (\P6:5 , \P4:3 , \G6:5 , \G4:3 , \P6:3 , \G6:3 );
  wire \G6:-1 ;
  Gij \6:-1 (\P6:3 , \G6:3 , \G2:-1 , \G6:-1 );
  Sum s7(\G6:-1 , A[7], B[7], S[7]);
  wire \G7:-1 ;
  Gij \7:-1 (P[7], G[7], \G6:-1 , \G7:-1 );
  Sum s8(\G7:-1 , A[8], B[8], S[8]);
  wire \P8:7 , \G8:7 ;
  PijGij \8:7 (P[8], P[7], G[8], G[7], \P8:7 , \G8:7 );
  wire \G8:-1 ;
  Gij \8:-1 (\P8:7 , \G8:7 , \G6:-1 , \G8:-1 );
  Sum s9(\G8:-1 , A[9], B[9], S[9]);
  wire \P9:7 , \G9:7 ;
  PijGij \9:7 (P[9], \P8:7 , G[9], \G8:7 , \P9:7 , \G9:7 );
  wire \G9:-1 ;
  Gij \9:-1 (\P9:7 , \G9:7 , \G6:-1 , \G9:-1 );
  Sum s10(\G9:-1 , A[10], B[10], S[10]);
  wire \P10:9 , \G10:9 ;
  PijGij \10:9 (P[10], P[9], G[10], G[9], \P10:9 , \G10:9 );
  wire \P10:7 , \G10:7 ;
  PijGij \10:7 (\P10:9 , \P8:7 , \G10:9 , \G8:7 , \P10:7 , \G10:7 );
  wire \G10:-1 ;
  Gij \10:-1 (\P10:7 , \G10:7 , \G6:-1 , \G10:-1 );
  Sum s11(\G10:-1 , A[11], B[11], S[11]);
  wire \P11:7 , \G11:7 ;
  PijGij \11:7 (P[11], \P10:7 , G[11], \G10:7 , \P11:7 , \G11:7 );
  wire \G11:-1 ;
  Gij \11:-1 (\P11:7 , \G11:7 , \G6:-1 , \G11:-1 );
  Sum s12(\G11:-1 , A[12], B[12], S[12]);
  wire \P12:11 , \G12:11 ;
  PijGij \12:11 (P[12], P[11], G[12], G[11], \P12:11 , \G12:11 );
  wire \P12:7 , \G12:7 ;
  PijGij \12:7 (\P12:11 , \P10:7 , \G12:11 , \G10:7 , \P12:7 , \G12:7 );
  wire \G12:-1 ;
  Gij \12:-1 (\P12:7 , \G12:7 , \G6:-1 , \G12:-1 );
  Sum s13(\G12:-1 , A[13], B[13], S[13]);
  wire \P13:11 , \G13:11 ;
  PijGij \13:11 (P[13], \P12:11 , G[13], \G12:11 , \P13:11 , \G13:11 );
  wire \P13:7 , \G13:7 ;
  PijGij \13:7 (\P13:11 , \P10:7 , \G13:11 , \G10:7 , \P13:7 , \G13:7 );
  wire \G13:-1 ;
  Gij \13:-1 (\P13:7 , \G13:7 , \G6:-1 , \G13:-1 );
  Sum s14(\G13:-1 , A[14], B[14], S[14]);
  wire \P14:13 , \G14:13 ;
  PijGij \14:13 (P[14], P[13], G[14], G[13], \P14:13 , \G14:13 );
  wire \P14:11 , \G14:11 ;
  PijGij \14:11 (\P14:13 , \P12:11 , \G14:13 , \G12:11 , \P14:11 , \G14:11 );
  wire \P14:7 , \G14:7 ;
  PijGij \14:7 (\P14:11 , \P10:7 , \G14:11 , \G10:7 , \P14:7 , \G14:7 );
  wire \G14:-1 ;
  Gij \14:-1 (\P14:7 , \G14:7 , \G6:-1 , \G14:-1 );
  Sum s15(\G14:-1 , A[15], B[15], S[15]);
  wire \G15:-1 ;
  Gij \15:-1 (P[15], G[15], \G14:-1 , \G15:-1 );
  Sum s16(\G15:-1 , A[16], B[16], S[16]);
  wire \P16:15 , \G16:15 ;
  PijGij \16:15 (P[16], P[15], G[16], G[15], \P16:15 , \G16:15 );
  wire \G16:-1 ;
  Gij \16:-1 (\P16:15 , \G16:15 , \G14:-1 , \G16:-1 );
  Sum s17(\G16:-1 , A[17], B[17], S[17]);
  wire \P17:15 , \G17:15 ;
  PijGij \17:15 (P[17], \P16:15 , G[17], \G16:15 , \P17:15 , \G17:15 );
  wire \G17:-1 ;
  Gij \17:-1 (\P17:15 , \G17:15 , \G14:-1 , \G17:-1 );
  Sum s18(\G17:-1 , A[18], B[18], S[18]);
  wire \P18:17 , \G18:17 ;
  PijGij \18:17 (P[18], P[17], G[18], G[17], \P18:17 , \G18:17 );
  wire \P18:15 , \G18:15 ;
  PijGij \18:15 (\P18:17 , \P16:15 , \G18:17 , \G16:15 , \P18:15 , \G18:15 );
  wire \G18:-1 ;
  Gij \18:-1 (\P18:15 , \G18:15 , \G14:-1 , \G18:-1 );
  Sum s19(\G18:-1 , A[19], B[19], S[19]);
  wire \P19:15 , \G19:15 ;
  PijGij \19:15 (P[19], \P18:15 , G[19], \G18:15 , \P19:15 , \G19:15 );
  wire \G19:-1 ;
  Gij \19:-1 (\P19:15 , \G19:15 , \G14:-1 , \G19:-1 );
  Sum s20(\G19:-1 , A[20], B[20], S[20]);
  wire \P20:19 , \G20:19 ;
  PijGij \20:19 (P[20], P[19], G[20], G[19], \P20:19 , \G20:19 );
  wire \P20:15 , \G20:15 ;
  PijGij \20:15 (\P20:19 , \P18:15 , \G20:19 , \G18:15 , \P20:15 , \G20:15 );
  wire \G20:-1 ;
  Gij \20:-1 (\P20:15 , \G20:15 , \G14:-1 , \G20:-1 );
  Sum s21(\G20:-1 , A[21], B[21], S[21]);
  wire \P21:19 , \G21:19 ;
  PijGij \21:19 (P[21], \P20:19 , G[21], \G20:19 , \P21:19 , \G21:19 );
  wire \P21:15 , \G21:15 ;
  PijGij \21:15 (\P21:19 , \P18:15 , \G21:19 , \G18:15 , \P21:15 , \G21:15 );
  wire \G21:-1 ;
  Gij \21:-1 (\P21:15 , \G21:15 , \G14:-1 , \G21:-1 );
  Sum s22(\G21:-1 , A[22], B[22], S[22]);
  wire \P22:21 , \G22:21 ;
  PijGij \22:21 (P[22], P[21], G[22], G[21], \P22:21 , \G22:21 );
  wire \P22:19 , \G22:19 ;
  PijGij \22:19 (\P22:21 , \P20:19 , \G22:21 , \G20:19 , \P22:19 , \G22:19 );
  wire \P22:15 , \G22:15 ;
  PijGij \22:15 (\P22:19 , \P18:15 , \G22:19 , \G18:15 , \P22:15 , \G22:15 );
  wire \G22:-1 ;
  Gij \22:-1 (\P22:15 , \G22:15 , \G14:-1 , \G22:-1 );
  Sum s23(\G22:-1 , A[23], B[23], S[23]);
  assign Cout = (\G22:-1 & A[23]) | (\G22:-1 & B[23]) | (A[23] & B[23]);
endmodule
`timescale 1ns / 1ps
module round(negIn, expIn, sigIn, ra, expOut, sigOut, inexact);
  parameter INTn = 32;
  parameter NEXP =  8;
  parameter NSIG = 23;
localparam NORMAL    = 0;
localparam SUBNORMAL = NORMAL + 1;
localparam ZERO      = SUBNORMAL + 1;
localparam INFINITY  = ZERO + 1;
localparam QNAN      = INFINITY + 1;
localparam SNAN      = QNAN + 1;
localparam NTYPES    = SNAN + 1;
localparam BIAS = ((1 << (NEXP - 1)) - 1);  
localparam EMAX = BIAS;  
localparam EMIN = (1 - EMAX);  
localparam roundTiesToEven     = 0;
localparam roundTowardZero     = 1;
localparam roundTowardPositive = 2;
localparam roundTowardNegative = 3;
localparam roundTiesToAway     = 4;
localparam NRAS                = roundTiesToAway+1;
localparam INVALID             = 0;
localparam DIVIDEBYZERO        = 1;
localparam OVERFLOW            = 2;
localparam UNDERFLOW           = 3;
localparam INEXACT             = 4;
localparam NEXCEPTIONS     = INEXACT+1;
  input negIn;
  input signed [NEXP+1:0] expIn;
  input [INTn-1:0] sigIn;
  input [NRAS-1:0] ra;
  output signed [NEXP+1:0] expOut;
  output [NSIG:0] sigOut;
  output inexact;
  reg inexact;
  wire Cout;
  wire [NSIG:0] aSig, rSig;
  wire signed [NEXP+1:0] rExp;
  reg [NSIG:0] tSig;
  reg [INTn-1:0] yBar;
  reg lastKeptBitIsOdd, decidingBitIsOne, remainingBitsAreNonzero;
  reg subnormal;
  always @(*)
  begin
    subnormal = 1;
    if (expIn < EMIN-NSIG-1)
      begin
        lastKeptBitIsOdd        =  1'b0;  
        decidingBitIsOne        =  1'b0;
        remainingBitsAreNonzero = |sigIn;
        tSig = {NSIG+1{1'b0}};
      end
    else if (expIn < EMIN-NSIG)
      begin
        lastKeptBitIsOdd        =  1'b0;  
        decidingBitIsOne        =  sigIn[INTn-1];
        remainingBitsAreNonzero = |sigIn[INTn-2:0];
        tSig = {NSIG+1{1'b0}};
      end
    else if (expIn < EMIN)
      begin
        lastKeptBitIsOdd        =  sigIn[INTn-NSIG+EMIN-expIn-1];
        decidingBitIsOne        =  sigIn[INTn-NSIG+EMIN-expIn-2];
        yBar = sigIn << (NSIG-EMIN+expIn+1);
        remainingBitsAreNonzero = |yBar[INTn-2:0];
        tSig = {(sigIn >> (INTn-NSIG+EMIN-expIn-1)), 1'b0};
      end
    else
      begin
        lastKeptBitIsOdd        =  sigIn[INTn-NSIG-1];
        decidingBitIsOne        =  sigIn[INTn-NSIG-2];
        remainingBitsAreNonzero = |sigIn[INTn-NSIG-3:0];
        tSig = sigIn[INTn-1:INTn-NSIG-1];
        subnormal = 0;
    end
    inexact = decidingBitIsOne | remainingBitsAreNonzero;
  end
  wire roundBit = 
   (ra[roundTiesToEven] &  
     decidingBitIsOne & (lastKeptBitIsOdd | remainingBitsAreNonzero)) |
   (ra[roundTowardPositive] &  
    ~negIn & (decidingBitIsOne | remainingBitsAreNonzero)) |
   (ra[roundTowardNegative] &  
     negIn & (decidingBitIsOne | remainingBitsAreNonzero));
  if (NSIG == 10)
    padder11 U11(tSig, {{NSIG{1'b0}}, (roundBit&subnormal)}, roundBit, aSig, Cout);
  else if (NSIG == 23)
    padder24 U23(tSig, {{NSIG{1'b0}}, (roundBit&subnormal)}, roundBit, aSig, Cout);
  else if (NSIG == 52)
    padder53 U53(tSig, {{NSIG{1'b0}}, (roundBit&subnormal)}, roundBit, aSig, Cout);
  else if (NSIG == 112)
    padder113 U113(tSig, {{NSIG{1'b0}}, (roundBit&subnormal)}, roundBit, aSig, Cout);
  assign rSig = Cout ? {Cout, aSig[NSIG:1]} : aSig;
  assign rExp = expIn + Cout;  
  assign expOut = |rSig ? ((rExp<EMIN-NSIG) ? EMIN-NSIG : rExp) : rExp;
  assign sigOut = rSig;
endmodule

===== design/flow/run.sh =====
#!/bin/bash
# OpenROAD 26Q1-2900-gdf79404cd8, Yosys 0.63+post, stock flow scripts
make -C /OpenROAD-flow-scripts/flow DESIGN_CONFIG=/design/flow/config.mk WORK_HOME=/design/flow/orfs finish

===== design/flow/config.mk =====
export PLATFORM = sky130hd
export DESIGN_NAME = round
export DESIGN_NICKNAME = round
export VERILOG_FILES = /design/flow/design.v
export SDC_FILE = /design/flow/constraint.sdc
export NUM_CORES = 4
export LEC_CHECK = 1
export CORE_UTILIZATION = 40

===== design/flow/constraint.sdc =====
current_design round

set clk_period 14.7
set clk_io_pct 0.2

create_clock -name clk0 -period $clk_period

set non_clock_inputs [all_inputs -no_clocks]
set_input_delay [expr $clk_period * $clk_io_pct] -clock clk0 $non_clock_inputs
set_output_delay [expr $clk_period * $clk_io_pct] -clock clk0 [all_outputs]

==> run summary <==
State of the implementation.

- Setup repair after global routing left no endpoint under its margin.
- The global placer's final weighted congestion is 1.04, for reference.
- The accumulated negative setup slack is 0 ps, for reference.
- Timing would allow up to 72.2 MHz.
- The net switching power in the latest report is 0.000153 W.
- STA reports the tightest min-delay check as being of type in2out.
- The yosys warning tally is 1, for reference.
- Synthesis instantiated 93 different standard cells from the library.
- The number of flip-flops and latches is 0, for reference.
- Looking at the power breakdown, sequential logic takes 0% of the total.
- The region available for standard cell placement spans 14500 um^2.
- The initial antenna violation count is 0, for reference.
- The die span in y is 124 um, for reference.
- The number of clock buffers in the layout is 0, for reference.
- For this run, the script counts the antenna cells in the layout as 0.
- After synthesis, flip-flops and latches occupy 0% of the total area.
- The startpoint class of the critical path is an input port, for reference.
- Once detail routing completed, the nets flagged for antenna violations numbered 0.
- The overall chip area is 15300 um^2, for reference.
- From left edge to right edge, the die measures 124 um.
- Averaged over all synthesized cells, the footprint is 7.40 um^2.
- The largest stage delay on the critical path is 690 ps, for reference.
- Counting pins that exceed their max-slew limit in the final report gives 0.
- In this run, the clock network consumes 0% of the power.
- By instance count, the cell type seen most on the critical path is sky130_fd_sc_hd__ha_1.
- Per report_power, the combinational group accounts for 100.0% of the total.
- Looking at the critical path, the single cell with the biggest stage delay is sky130_fd_sc_hd__ha_1.
- The largest net degree at the start of global routing is 63, for reference.
- The layout summary lists the proportion of cells stronger than drive strength 1 as 14.1%.
- Subtracting the final worst setup slack from the clock period gives 13840 ps.
- The number of placed I/O pins is 83, for reference.
- Global routing finished with a remaining overflow of 0.
- The max capacitance violation total is 0, for reference.
- The number of global-route vias before repair is 6100, for reference.
- The sequential cell area is 0 um^2, for reference.
- For this run, the chip area from Yosys synthesis comes to 5920 um^2.
- Per the slew report, the remaining headroom to the max-slew limit stands at 47.2%.
- Total power normalized to cell area comes to 39.9 nW/um^2.
- The DRC violation total left in the routed layout is recorded as 0.
- The data arrival time reported for the critical path is 10900 ps.
- Wires add up to 21300 um.
- The number of buffer cells added on primary ports is 81, for reference.
- After technology mapping, the gate count stands at 799.
- Per the finish-stage timing summary, setup violations number 0.
- The static leakage power is 2.48 nW, for reference.
- The pre-placement core utilization is 40.9%, for reference.
- The overall routing resource usage is 29.1%, for reference.
- TritonRoute output was used to compute an average wire per cell of 21.0 um.
- Of all cell types, the one taking the most synthesized area is sky130_fd_sc_hd__mux4_2.
- The post-synthesis to final-layout area growth is 14.8%, for reference.
- The OpenROAD warning count is 43, for reference.
- OpenROAD reports that the post-layout worst path occupies 94.2% of the period.
- In the final report, the number of hold violations comes to 0.
- STA classifies the critical path endpoint as a primary output.
- The post-synth design cell area is 5920 um^2, for reference.
- Looking at the post-CTS report, the setup buffer insertion count equals 0.
- The post-CTS hold buffer count recorded in the log is 0.
- The starting DRC count in detailed routing is 618, for reference.
- VDD sags by at most 0.0229 mV.
- The most common cell in the netlist is sky130_fd_sc_hd__nand2_1, for reference.
- For the worst setup path, the data required time is 11760 ps.
- In this run the worst path has a maximum fanout of 16.
- The post-cts gate resize count is 0, for reference.
- The site row count is 44, for reference.
- For reference, the top cells by area after synthesis are sky130_fd_sc_hd__mux4_2 (11%), sky130_fd_sc_hd__mux2i_1 (9.6%), sky130_fd_sc_hd__mux2_2 (5.3%), sky130_fd_sc_hd__nand2_1 (4.6%), sky130_fd_sc_hd__ha_1 (4.0%).
- The critical path's top delay family is adder cells, for reference.
- Using the TritonRoute via totals, the vias-per-cell ratio works out to 6.63.
- The flow ran to the end, and the final reports show no timing, DRC or antenna violations.
- The post-detailed-placement half-perimeter wirelength is 16600 um, for reference.
- The commonest cells after synthesis are sky130_fd_sc_hd__nand2_1 (73), sky130_fd_sc_hd__nor2_1 (63), sky130_fd_sc_hd__mux2i_1 (57), sky130_fd_sc_hd__o21ai_0 (44).
- Along the critical path, the tally of buffer and inverter instances is 6.
- The global-route wire length before repair is 33900 um, for reference.
- The first detailed-routing pass ran for 7 iterations.
- At the pin with the least slew margin, the transition time is 790 ps.
- The via count is 6720, for reference.
- The area fraction of the largest cell type after synthesis is 11.4%.
- The critical path is of the in2out type.
- Across all hold checks on the routed design, the worst slack comes to 6970 ps.
- Internal power comes to 0.000118 W.
- Of the total power, the share spent switching nets is 56.4%.
- The cell count listed in synth_stat.txt is 799, for reference.
[metrics by stage]
| stage | worst slack (ps) | cells | total power (W) | cell area, um^2 | utilization (%) |
|---|---|---|---|---|---|
| finish | 856 | 1014 | 0.000271 | 6790 | 46.9 |
| global placement | 1050 | 1014 | 0.000265 | 6790 | 46.9 |
| global route | 145 | 1014 | 0.000293 | 6790 | 46.9 |
| CTS | 936 | 1014 | 0.000267 | 6790 | 46.9 |
| floorplan | 2160 | 799 | 0.000181 | 5920 | - |
| detailed placement | 927 | 1014 | 0.000266 | 6790 | 46.9 |
[routing by layer]
metal / GRT usage, % / vias up / routed length (um)
li1: - / 3162 / -
met1: 41.9 / 3198 / 9400
met2: 45.9 / 321 / 9730
met3: 4.63 / 39 / 1570
met4: 7.15 / 0 / 600
met5: 0 / - / 0
[power by group through the flow]
stage	Sequential [W]	Clock (W)	Combinational, W
4_1_cts	0	0	0.000267
5_1_grt	0	0	0.000293
6_report	0	0	0.000271
[logic make-up after synthesis]
| kind of cell | share of synthesized area [%] |
|---|---|
| simple gates | 25.2 |
| fa+ha+maj | 4.36 |
| xor+xnor | 6.90 |
| mux | 26.6 |
| compound gates | 29.5 |
| buf+inv | 7.38 |
[tightest hold or removal path, cell delays in order]
cell and delay (ps):
sky130_fd_sc_hd__buf_2 110, sky130_fd_sc_hd__buf_4 310, sky130_fd_sc_hd__xnor2_1 230, sky130_fd_sc_hd__nand2_1 50, sky130_fd_sc_hd__clkdlybuf4s50_1 390
[cells in the final DEF (no fill, tap or decap), types with 13 or more instances in the layout]
cell type,Yosys,layout
sky130_fd_sc_hd__a21oi_1,39,39
sky130_fd_sc_hd__nor4_1,13,13
sky130_fd_sc_hd__o21ai_0,44,44
sky130_fd_sc_hd__nor3_1,30,30
sky130_fd_sc_hd__nand2_1,73,73
sky130_fd_sc_hd__mux2_2,28,28
sky130_fd_sc_hd__nor2_1,63,63
sky130_fd_sc_hd__nand3_1,16,16
sky130_fd_sc_hd__xnor2_1,24,23
sky130_fd_sc_hd__a211oi_1,13,13
sky130_fd_sc_hd__mux2i_1,57,57
sky130_fd_sc_hd__inv_1,26,26
sky130_fd_sc_hd__clkdlybuf4s50_1,0,79
sky130_fd_sc_hd__mux4_2,30,30
sky130_fd_sc_hd__ha_1,19,18
sky130_fd_sc_hd__buf_4,7,21
[worst paths after layout]
check,start,endpoint,slack (ps),depth (start not counted)
setup / recovery,expIn[2],expOut[2],860,33
hold / removal,expIn[1],expOut[1],6970,5
[layout make-up]
| cell class | instances | area [um^2] |
|---|---|---|
| fill | 1414 | 7680 |
| inverter | 27 | 101 |
| multi-input combinational | 701 | 5500 |
| tap | 184 | 230 |
| timing repair buffer | 102 | 958 |
No activity file was given, so power comes from the tool's default toggle rates.
